## flow/run.sh

```bash
#!/bin/bash
# OpenROAD 26Q1-2900-gdf79404cd8, Yosys 0.63+post, stock flow scripts
make -C /OpenROAD-flow-scripts/flow DESIGN_CONFIG=/design/flow/config.mk WORK_HOME=/design/flow/orfs finish
```

## flow/config.mk

```make
export PLATFORM = sky130hd
export DESIGN_NAME = xdom_pulse_sender
export DESIGN_NICKNAME = xdom_pulse_sender
export VERILOG_FILES = /design/flow/design.v
export SDC_FILE = /design/flow/constraint.sdc
export NUM_CORES = 4
export LEC_CHECK = 1
export CORE_AREA = 10 10 70 70
export DIE_AREA = 0 0 80 80
```

## flow/constraint.sdc

```tcl
current_design xdom_pulse_sender

set clk_period 1.4
set clk_io_pct 0.2

create_clock -name clk0 -period $clk_period [get_ports {odom_clk_i}]
create_clock -name clk1 -period $clk_period [get_ports {xdom_clk_i}]

set non_clock_inputs [all_inputs -no_clocks]
set_input_delay [expr $clk_period * $clk_io_pct] -clock clk0 $non_clock_inputs
set_output_delay [expr $clk_period * $clk_io_pct] -clock clk0 [all_outputs]
```

## flow/design.v

```verilog
module xdom_pulse_sender (
input		grst_i,
input		odom_clk_i,
input		odom_pulse_i,
input		xdom_clk_i,
output		xdom_pulse_o,
output		busy_o,
output		err_o
);
reg		odom_pulse_delay_r;
reg		odom_pulse_keeper_r;
reg	[1:0]	odom_feedback_double_flips_r	;
reg		err_r;
reg		odom_pulse_gen_r;
wire		xdom_pulse_en;
wire		odom_pulse_safe_cancel;
reg	[1:0]	xdom_double_flips_r		;
reg		xdom_pulse_en_delay_r		;
reg		xdom_pulse_gen_r		;
always @(posedge odom_clk_i or posedge grst_i)
	if (grst_i)
		odom_pulse_delay_r <= 1'b0;
	else
		odom_pulse_delay_r <= odom_pulse_i;
always @(posedge odom_clk_i or posedge grst_i)
	if (grst_i)
		odom_pulse_gen_r <= 1'b0;
	else if ((odom_pulse_i == 1'b1) && (odom_pulse_delay_r == 1'b0))
		odom_pulse_gen_r <= 1'b1;
	else
		odom_pulse_gen_r <= 1'b0;
always @(posedge odom_clk_i or posedge grst_i)
	if (grst_i)
		odom_pulse_keeper_r <= 1'b0;
	else if (odom_pulse_keeper_r == 1'b0 && (odom_pulse_gen_r == 1'b1))
		odom_pulse_keeper_r <= 1'b1;
	else if (odom_pulse_keeper_r == 1'b1 && odom_pulse_safe_cancel == 1'b1)
		odom_pulse_keeper_r <= 1'b0;
	else
		odom_pulse_keeper_r <= odom_pulse_keeper_r;
assign busy_o = odom_pulse_keeper_r | odom_pulse_i | odom_pulse_safe_cancel;
always @(posedge odom_clk_i or posedge grst_i)
	if (grst_i)
		err_r <= 1'b0;
	else 
		err_r <= (odom_pulse_keeper_r == 1'b1) && (odom_pulse_i == 1'b1);
assign err_o = err_r;
always @(posedge xdom_clk_i or posedge grst_i)
	if (grst_i)
		xdom_double_flips_r <= 2'b0;
	else
		xdom_double_flips_r <= {odom_pulse_keeper_r, xdom_double_flips_r[1]};
assign xdom_pulse_en = xdom_double_flips_r[0];
always @(posedge odom_clk_i or posedge grst_i)
	if (grst_i)
		odom_feedback_double_flips_r <= 2'b0;
	else
		odom_feedback_double_flips_r <= {xdom_pulse_en, odom_feedback_double_flips_r[1]};
assign odom_pulse_safe_cancel = odom_feedback_double_flips_r[0];
always @(posedge xdom_clk_i or posedge grst_i)
	if (grst_i)
		xdom_pulse_en_delay_r <= 1'b0;
	else
		xdom_pulse_en_delay_r <= xdom_pulse_en;
always @(posedge xdom_clk_i or posedge grst_i)
	if (grst_i)
		xdom_pulse_gen_r <= 1'b0;
	else if (xdom_pulse_en == 1'b1 && xdom_pulse_en_delay_r == 1'b0)
		xdom_pulse_gen_r <= 1'b1;
	else
		xdom_pulse_gen_r <= 1'b0;
assign xdom_pulse_o = xdom_pulse_gen_r;
endmodule
```

==> git commit body <==
Refresh implementation metrics

- Result of the run: finished, final reports clean
- Pin placement for this block handled 7 I/O pins.
- Of the total synthesized cell area, the portion taken by AND-OR and OR-AND cells is 0.0173.
- Arrival time of the worst setup path: 1.10 ns
- The transition time recorded at the tightest slew-check pin is 0.347 ns.
* Count of standard-cell rows: 21
- Per the GRT congestion report, total overflow comes to 0.
- The wire length recorded after detailed routing is 566 um.
- The post-placement cell area is 412 um^2.
- STA lists the maximum fanout along the critical path as 2.
- MUX area fraction: 0
* TritonCTS clock tree: yes
* Wire length of the first global-routing pass: roughly 1.0 mm
- Per the run report, area growth between synthesis and finish was 58.4%.
* Headroom to the max-slew limit: 0.769
* Synthesized-area fraction occupied by adder cells: 0
* Number of I/O port buffers: 5
- According to the floorplan report, the die width is roughly 80 um.
- Per STA, the worst path is made up of or3_1 > buf_2.
- After routing, the total negative slack on setup checks comes to 0 ns.
- Sequential-to-total area share from yosys stat: 0.866
- Vias after detailed routing: ~180
* Category of the most critical setup path: reg2out
* Max-cap viol count: 0
- Per the Yosys statistics, synthesis produced 17 cells.
- Top cell family by delay on the critical path: flip-flops
- Critical R2R Launch: odom_pulse_keeper_r
- Vias per std cell: approximately 2.3
* Maximum single-stage delay on the critical path: 0.37 ns
* Antenna violations before repair: 0
* Path type of the worst min-delay path: in2async
- The synthesized design contains 10 register bits.
- Drt first-iter violations: 1
* Placement Setup Slack: -0.366 ns
* Synthesized area divided by synthesized cell count: around 17 um^2
- Final worst slack: 0.0217 ns
* Tot GR Track Use: 0.0212
- At the end of routability-driven placement, the weighted congestion stood at 0.627.
* Fin area: 458 um^2
- Netlist cell types: 7
- Detail Route Antenna Nets: 0
- Max rail drop VDD: 955 uV
- Via count of the first global-routing pass: 247
- Share of post-route cells with drive strength above 1: 0.355
- Mapped Area: 289 um^2
- Main combinational cell family by area after synthesis: simple AND/OR/NAND/NOR gates
* Filler cells: 398
- The script reports the combined buffer and inverter count of the critical path as 1.
* Instance count of the mapped netlist: 17
- In this run, the synthesized area fraction spent on xor and xnor cells is recorded as 0.
- Endpoints with negative setup slack in the final report add up to 0.
- The initial utilization of the core area, before any placement, comes to 0.0846.
- Clock skew after layout: 0.00304 ns
- After detailed routing, the average wire length per cell comes to around 7.4 um.
- The number of antenna diodes in the final layout is 0.
- In this run the standard cell core region covers 3420 um^2.
- Of the total synthesized cell area, the portion taken by AND, OR, NAND and NOR gates is 0.104.
- Entering global routing, the biggest net connects 11 pins.
* Stage-log warning count: 28
- STA classifies the critical path startpoint as a register.
- RSZ-0062 raised after global routing: yes
- Total die size: ~6400 um^2
* Final hold violation count: 0
- The worst setup path is captured at an output pin.
- Looking at the critical path, the single cell with the biggest stage delay is dfrtp_1.
* First-pass DRT Iterations: 2
- In the synthesis report, Yosys lists the chip area as 289 um^2.
- Clk sink count: 10
- The die is ~80 um tall.
- Final core utilization: 0.134
- Reg2reg path depth: 3
- Yosys warning count: 1
- Worst hold slack after final layout: 0.293 ns
- Pwr per Cell Area: around 2000 nW/um^2
* Endpoint required time on the critical path: 1.12 ns
* Leakage power of the design: around 0.20 nW
- Internal reg-to-reg setup slack: about 0.5 ns
- The worst register-to-register path ends at err_r.
- Counting pins that exceed their max-slew limit in the final report gives 0.
- DRC violations left: 0
- Clock Pin Slew Worst Setup and Hold Paths: 0.04 ns
* Post-cts hold buffer count: 0
[cell usage after synthesis]
library cell / number / area share
and2_2: 1 / 0.026
a21oi_1: 1 / 0.017
inv_1: 1 / 0.013
dfrtp_1: 10 / 0.87
nor2_1: 1 / 0.013
nor2b_1: 2 / 0.043
or3_1: 1 / 0.022
[registers in the layout, summed over array words and instances, names as in the netlist]
register                      cells
odom_feedback_double_flips_r      2
xdom_double_flips_r               2
err_r                             1
odom_pulse_delay_r                1
odom_pulse_gen_r                  1
odom_pulse_keeper_r               1
xdom_pulse_en_delay_r             1
xdom_pulse_gen_r                  1
[stage by stage]
step / power, mW / instances
floorplan: 0.474 / 17
global placement: 0.586 / 70
detailed placement: 0.601 / 70
CTS: 0.923 / 77
global route: 0.976 / 77
finish: 0.900 / 77
[cells in the final DEF (no fill, tap or decap), types with 2 or more instances in the layout]
| cell type | instances |
|---|---|
| buf_4 | 3 |
| clkbuf_4 | 6 |
| clkdlybuf4s50_1 | 3 |
| dfrtp_1 | 10 |
| nor2b_1 | 2 |
[report_power, final]
part	switching, mW	internal [mW]
Clock	0.104	0.192
Sequential	0.0417	0.404
Combinational	0.0524	0.107
Total	0.198	0.702
[what timing repair did]
action	CTS	global route
resized	4	0
pin swaps	1	1
buffers inserted	1	0
endpoints found under the setup margin	1	1
cloned	0	0
[routing by layer]
metal  GRT usage  wire, um  vias to the layer above
met2      0.0233       179                       10
met4     0.00880         9                        0
met3      0.0261       107                        3
met1      0.0231       270                       81
li1            -         -                       82
met5           0         0                        -
[how the worst max path moves through the flow]
stage	startpoint	depth (start not counted)	slack, ns	to
CTS	odom_pulse_keeper_r	2	-0.009	busy_o
global route	odom_feedback_double_flips_r[0]	2	-0.03	busy_o
finish	odom_feedback_double_flips_r[0]	2	0.02	busy_o
[logic make-up after synthesis]
family          count (synthesis)
simple gates                    5
compound gates                  1
buf+inv                         1
flops                          10
[cell type report]
class                           instances  area (um^2)  share of cell area
Clock buffer                            6         45.0              0.0984
Inverter                                1         3.75             0.00820
Multi-Input combinational cell          6         35.0              0.0765
Sequential cell                        10          250               0.546
Tap cell                               46         57.6               0.126
Timing Repair Buffer                    8         66.3               0.145
Power and IR drop assume default switching activity.
